File: ./design.v
module Multi_Seg_Disp(
    input sys_clk,
    input [2:0] ndigits,
    input [5:0] in7, in6, in5, in4, in3, in2, in1, in0,
    output reg [7:0] AN,
    output reg [7:0] display_out
);
reg d_clk;
integer i;
always @(posedge sys_clk)
begin
    if(i == 49999)
    begin
        i <= 0;
        d_clk <= ~d_clk;
    end
    else
        i <= i + 1;
end
reg [2:0] count;
always @(posedge d_clk)
begin
    if(count == ndigits - 1)
        count <= 0;
    else
        count <= count + 1;        
end
reg [5:0] temp;
always @(posedge sys_clk)
begin
    case(count)
        3'b000: begin AN <= 8'b11111110; temp <= in0; end
        3'b001: begin AN <= 8'b11111101; temp <= in1; end
        3'b010: begin AN <= 8'b11111011; temp <= in2; end
        3'b011: begin AN <= 8'b11110111; temp <= in3; end
        3'b100: begin AN <= 8'b11101111; temp <= in4; end
        3'b101: begin AN <= 8'b11011111; temp <= in5; end
        3'b110: begin AN <= 8'b10111111; temp <= in6; end
        3'b111: begin AN <= 8'b01111111; temp <= in7; end
        default: begin AN <= 8'b11111111; temp <= 6'd0; end
    endcase
end
always @(posedge sys_clk) begin
    case (temp)
        6'd0  : display_out = 8'b00000011;  
        6'd1  : display_out = 8'b10011111;  
        6'd2  : display_out = 8'b00100101;  
        6'd3  : display_out = 8'b00001101;  
        6'd4  : display_out = 8'b10011001;  
        6'd5  : display_out = 8'b01001001;  
        6'd6  : display_out = 8'b01000001;  
        6'd7  : display_out = 8'b00011111;  
        6'd8  : display_out = 8'b00000001;  
        6'd9  : display_out = 8'b00001001;  
        6'd10 : display_out = 8'b00010001;  
        6'd11 : display_out = 8'b11000001;  
        6'd12 : display_out = 8'b01100011;  
        6'd13 : display_out = 8'b10000101;  
        6'd14 : display_out = 8'b01100001;  
        6'd15 : display_out = 8'b01110001;  
        6'd16 : display_out = 8'b01000011;  
        6'd17 : display_out = 8'b10010011;  
        6'd18 : display_out = 8'b11111011;  
        6'd19 : display_out = 8'b10001111;  
        6'd20 : display_out = 8'b01110111;  
        6'd21 : display_out = 8'b11100011;  
        6'd22 : display_out = 8'b00010101;  
        6'd23 : display_out = 8'b11010101;  
        6'd24 : display_out = 8'b00000011;  
        6'd25 : display_out = 8'b00110001;  
        6'd26 : display_out = 8'b00011001;  
        6'd27 : display_out = 8'b11110101;  
        6'd28 : display_out = 8'b01001001;  
        6'd29 : display_out = 8'b11100001;  
        6'd30 : display_out = 8'b10000011;  
        6'd31 : display_out = 8'b11000011;  
        6'd32 : display_out = 8'b10101011;  
        6'd33 : display_out = 8'b10010001;  
        6'd34 : display_out = 8'b10001001;  
        6'd35 : display_out = 8'b00100101;  
        default: display_out = 8'b11111111;  
    endcase
end
endmodule
module SYNC_FIFO#(parameter DEPTH=8,WIDTH=8)(sys_clk,rst,data_in,wr_en,data_out,rd_en,empty,full,overflow,underflow,AN,display_out);
input sys_clk,rst;
input [WIDTH-1:0]data_in;
input wr_en,rd_en;
output reg [WIDTH-1:0] data_out;
output reg empty,full,underflow,overflow;
output [7:0] AN,display_out;
localparam PTR_WIDTH=$clog2(DEPTH);
reg [PTR_WIDTH-1:0] wr_ptr,rd_ptr;
reg wr_toggle,rd_toggle;
reg [WIDTH-1:0] FIFO [0:DEPTH-1];
wire clk;
CLK_DIV Clock_Divider(sys_clk,clk);
Multi_Seg_Disp Seven_Segment_Controller(sys_clk,8,data_in[7:4],data_in[3:0],50,50,50,50,data_out[7:4],data_out[3:0],AN,display_out);
always @(posedge clk)
begin
    if(rst)
    begin
        wr_ptr<=0;
        wr_toggle<=0;
        overflow<=0;
    end
    else if(wr_en)
    begin
        if(full)
            overflow<=1;
        else
        begin
            overflow<=0;
            FIFO[wr_ptr]<=data_in;
            if(wr_ptr==DEPTH-1)
            begin
                wr_ptr<=0;
                wr_toggle<=~wr_toggle;
            end
            else
                wr_ptr<=wr_ptr+1;
        end
    end
    else
    begin
        overflow<=0;
    end
end
always @(posedge clk)
begin
    if(rst)
    begin
        rd_ptr<=0;
        rd_toggle<=0;
        underflow<=0;
		data_out<=0;
    end
    else if(rd_en)
    begin
        if(empty)
        begin
            underflow<=1;
            data_out<=data_out;
        end
        else
        begin
            underflow<=0;
            data_out<=FIFO[rd_ptr];
            if(rd_ptr==DEPTH-1)
            begin
                rd_ptr<=0;
                rd_toggle<=~rd_toggle;
            end
            else
                rd_ptr<=rd_ptr+1;
        end
    end
    else
    begin
        underflow<=0;
    end
end
always @*
begin
    if(rd_ptr==wr_ptr)
    begin
        if(rd_toggle==wr_toggle)
        begin
            empty<=1;
            full<=0;
        end
        else
        begin
            empty<=0;
            full<=1;
        end
    end
    else
    begin
        empty<=0;
        full<=0;
    end
end
endmodule
module CLK_DIV(clk_in,clk_out);
input clk_in;
output reg clk_out=0;
integer i;
always @(posedge clk_in)
begin
    if(i==24999999)
    begin
        clk_out<=~clk_out;
        i<=0;
    end
    else
        i<=i+1;
end
endmodule
File: ./run.sh
#!/bin/bash
# OpenROAD 26Q1-2900-gdf79404cd8, Yosys 0.63+post, stock flow scripts
make -C /OpenROAD-flow-scripts/flow DESIGN_CONFIG=/design/flow/config.mk WORK_HOME=/design/flow/orfs finish
File: ./config.mk
export PLATFORM = sky130hd
export DESIGN_NAME = SYNC_FIFO
export DESIGN_NICKNAME = SYNC_FIFO
export VERILOG_FILES = /design/flow/design.v
export SDC_FILE = /design/flow/constraint.sdc
export NUM_CORES = 4
export LEC_CHECK = 1
export CORE_UTILIZATION = 30
File: ./constraint.sdc
current_design SYNC_FIFO

set clk_period 7.3
set clk_io_pct 0.2

create_clock -name clk0 -period $clk_period [get_ports {sys_clk}]

set non_clock_inputs [all_inputs -no_clocks]
set_input_delay [expr $clk_period * $clk_io_pct] -clock clk0 $non_clock_inputs
set_output_delay [expr $clk_period * $clk_io_pct] -clock clk0 [all_outputs]
==> COMMIT_EDITMSG <==
Store results of the implementation flow

- Post-synthesis adder-cell area fraction: 0.0333
- On the critical path the data arrives at approximately 1.1 ns.
- Path class of the lowest-slack min-delay path: flip-flop to flip-flop
- The portion of synthesized area spent on multiplexers is 0.0719.
* Share of power burned in the clock network: 0.462
* Number of global-route vias before repair: between 4,000 and 5,000
- Averaged over all synthesized cells, the footprint is 11.8 sq um.
- The floorplan report gives the top-level pin count as ~40.
* Number of register pins that no clock reaches: approximately 85
- Actual transition at the worst max-transition pin: roughly 0.96 ns
- Highest-delay cell along the critical path: sky130_fd_sc_hd__clkdlybuf4s50_1
- The netlist uses ~54 different library cells.
* Required time worst endpoint: 5.84 ns
- Share of post-route cells with drive strength above 1: 0.0815
* Number of post-CTS setup repair buffers: 0
- Looking at the cell usage after synthesis, the top flip-flop cell is sky130_fd_sc_hd__dfxtp_1.
- Yosys stat cell total: about 600
- Count of yosys warnings during synthesis: 12
* Clock transition at the registers of the reported paths: approximately 0.070 ns
- The setup path with the least slack is of type flip-flop to output pin.
* CP Max Fanout: 1
* Max rail drop VDD: ~0.0001 V
* Main logic family: simple AND/OR/NAND/NOR gates
* Final Hold Slack: between 0.4 and 0.5 ns
* Post-synth EDFFs: roughly 66
* Hold-fix buffers at CTS: 0
- Routed len/inst: ~15 microns
* Clock latency at the later pin of the worst-skew pair: 0.34 ns
* Number of buffers inserted during clock tree synthesis: 9
* Via count normalized by instance count: between 4 and 5
- Family of cells with the greatest summed delay on the critical path: buffers and inverters
* Final setup violation count: 0
- The switching portion of total power comes to 0.220.
- The area growth from synthesis to layout is 14.8%.
* Time the worst path needs with I/O delays and setup: 2.57 ns
* CTS H-Tree Depth: 3
- Total congestion overflow after global routing: 0
* Fraction of registers with async set/reset: 0
- Total global-route track usage over all layers is 0.127.
* Wire length of the first global-routing pass: approximately 23,000 microns
- Internal reg-to-reg setup slack: ~5 ns
- Element type at the critical path end: output pin
- Per the log, the first TritonRoute iteration ended with a DRC count of roughly 200.
- The clock passes through at most 2 buffers.
- Cells on worst reg2reg path: 5
- Post-layout period usage of the worst path: 0.351
- After routing, the total negative slack on setup checks comes to 0 ns.
- At the floorplan stage, the core utilization is reported as 0.305.
* Resized Gates After CTS: 0
- Critical path depth in cells: 1
- For this run, the chip area from Yosys synthesis comes to around 7000 sq um.
- TritonCTS clock tree: yes
- Final hold violation count: 0
- Of the synthesized area, sequential elements account for 0.573.
* Simple-gate area share of the yosys netlist: 0.177
- Design internal power: 0.000717 W
- From bottom edge to top edge, the die measures roughly 160 microns.
* CP cell instances: clkdlybuf4s50_1
- The final timing report lists a max-slew violation count of 0.
- In this run the horizontal extent of the chip is around 160 microns.
- Detailed placement ended at an HPWL of ~10000 microns.
- The final route contains about 4,600 vias.
- The initial antenna violation count is 0.
* Highest-count logic cell in the final layout: sky130_fd_sc_hd__dfxtp_1
- Kind of start point of the critical path: flip-flop
- Total number of warnings across the stage logs: 35
- Per the synthesis report, the AND-OR/OR-AND share of the synthesized area is 0.0526.
- Leakage Power: 2.75 nW
- Maximum capacitance violations: 0
* Synthesized cell area: 7130 sq um
- In this run the remaining antenna-violating nets after routing total 0.
- The flow ran to the end, and the final reports show no timing, DRC or antenna violations.
- The die covers around 24,000 sq um.
* Headroom to the max-slew limit: 0.352
* CTS root buf: sky130_fd_sc_hd__clkbuf_16
* Xor+xnor area frac: 0.0688
- Synthesis inferred 171 register bits.
- Largest net degree at the start of global routing: 84
* Setup clock skew after layout: between 0.009 and 0.01 ns
* Tally of filler cells in the layout: about 2,300
* Count of buffering cells on the critical path with inverters included: 1
- In the layout the commonest cells are 105 x sky130_fd_sc_hd__dfxtp_1, 66 x sky130_fd_sc_hd__edfxtp_1, 51 x sky130_fd_sc_hd__nor2_1.
- Count of inserted antenna diode cells: 0
- Seq pwr share: 0.519
* DRT Pass-1 Iters: 4
* Unrepaired setup endpoints after global routing: no
- The floorplan step defined a core boundary enclosing 23,400 sq um.
- Maximum single-stage delay on the critical path: roughly 0.45 ns
* Row Count: around 56
- Portion of total power attributed to combinational logic: 0.019
- DRC violation count after routing: 0
- Total length of routed wires: 14,200 microns
- 170 endpoints have no timing constraint.
- The report gives the cell count of the worst hold path as 1.
- Per the timing report, the achievable frequency comes out to between 0.3 and 0.4 GHz.
* Syn Inst Count: between 600 and 700
- Power density relative to cell area: 112 nW/um^2
- Port buffering added 38 buffers.
* Routability Congestion: 0.853
* Psw: roughly 0.00020 W
flip-flops by register name, indices dropped and copies added, names as in the netlist:
signal and flops:
Seven_Segment_Controller.temp 5, rd_ptr 3, wr_ptr 3, Clock_Divider.clk_out 1, Seven_Segment_Controller.count 3, Seven_Segment_Controller.AN 8
data_out 8, Clock_Divider.i 32, Seven_Segment_Controller.d_clk 1, FIFO 64, rd_toggle 1, Seven_Segment_Controller.i 32
underflow 1, overflow 1, Seven_Segment_Controller.display_out 7, wr_toggle 1
routing by layer:
layer  part of all wire  routed length [microns]  up-vias  GRT usage
li1                   -                        -     2322          -
met1               0.45                     6340     2175      0.167
met2               0.46                     6480      119      0.201
met3              0.084                     1190       13     0.0566
met4              0.011                      159        0     0.0154
met5                  0                        0        -          0
layout make-up:
cell class	count	area, sq um	area share
clock buffers	10	229	0.0280
clock inverters	6	45.0	0.00550
inverters	20	75.1	0.00917
multi-input cells	392	2880	0.352
flip-flops and latches	171	4080	0.499
well taps	319	399	0.0487
repair buffers	51	478	0.0584
power by group through the flow:
stage | Clock, W | Sequential, W | Combinational (W)
after CTS | 0.000440 | 0.000477 | 0.0000182
after global routing | 0.000459 | 0.000477 | 0.0000199
final | 0.000425 | 0.000477 | 0.0000178
worst paths after layout:
kind,start,endpoint
max,Seven_Segment_Controller.display_out[3],display_out[3]
max reg2reg,Seven_Segment_Controller.i[0],Seven_Segment_Controller.i[20]
min reg2reg,Clock_Divider.i[0],Clock_Divider.i[0]
min,Clock_Divider.i[0],Clock_Divider.i[0]
Yosys cell counts, types with 2 or more instances:
library cell | count | area share
sky130_fd_sc_hd__a21oi_1 | 14 | 0.0098
sky130_fd_sc_hd__nand4_1 | 28 | 0.025
sky130_fd_sc_hd__buf_4 | 3 | 0.0032
sky130_fd_sc_hd__o41ai_1 | 2 | 0.0025
sky130_fd_sc_hd__and2_1 | 4 | 0.0035
sky130_fd_sc_hd__nor4b_1 | 4 | 0.0049
sky130_fd_sc_hd__mux4_2 | 17 | 0.054
sky130_fd_sc_hd__ha_1 | 19 | 0.033
sky130_fd_sc_hd__nand2_1 | 37 | 0.019
sky130_fd_sc_hd__a32oi_1 | 4 | 0.0049
sky130_fd_sc_hd__and3_1 | 6 | 0.0053
sky130_fd_sc_hd__and4_1 | 9 | 0.011
sky130_fd_sc_hd__buf_2 | 4 | 0.0028
sky130_fd_sc_hd__inv_1 | 20 | 0.011
sky130_fd_sc_hd__nand4b_1 | 4 | 0.0049
sky130_fd_sc_hd__or4_1 | 3 | 0.0032
sky130_fd_sc_hd__mux2i_1 | 13 | 0.018
sky130_fd_sc_hd__a31oi_1 | 5 | 0.0044
sky130_fd_sc_hd__nor3_1 | 15 | 0.011
sky130_fd_sc_hd__nand2b_1 | 3 | 0.0026
sky130_fd_sc_hd__dfxtp_1 | 105 | 0.29
sky130_fd_sc_hd__a211oi_1 | 9 | 0.0095
sky130_fd_sc_hd__buf_1 | 3 | 0.0016
sky130_fd_sc_hd__nor2_1 | 51 | 0.027
sky130_fd_sc_hd__xnor2_1 | 32 | 0.039
sky130_fd_sc_hd__nand3_1 | 20 | 0.014
sky130_fd_sc_hd__edfxtp_1 | 66 | 0.28
sky130_fd_sc_hd__o21ai_0 | 15 | 0.011
sky130_fd_sc_hd__xor2_1 | 24 | 0.029
sky130_fd_sc_hd__clkbuf_1 | 9 | 0.0047
sky130_fd_sc_hd__nor4_1 | 19 | 0.017
sky130_fd_sc_hd__or3_1 | 11 | 0.0097
sky130_fd_sc_hd__nor2b_1 | 4 | 0.0035
cell families (layout without fill, tap and decap cells):
group,count (synthesis),after routing
compound gates,58,58
fa+ha+maj,19,19
xor+xnor,56,56
mux,30,30
buf+inv,40,87
flops,171,171
other cells,1,1
simple gates,228,228
stage by stage:
stage	cells	power, W	utilization	instance area (sq um)	worst slack [ns]
after floorplan	603	0.000494	-	7130	5.34
after global placement	953	0.000506	0.338	7920	4.61
after detailed placement	953	0.000506	0.338	7920	4.62
after CTS	969	0.000935	0.350	8190	4.71
after global routing	969	0.000956	0.350	8190	4.67
final	969	0.000920	0.350	8190	4.73
Power is estimated from default activity; no workload was simulated.
